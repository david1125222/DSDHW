--- /design/flow/config.mk ---
export PLATFORM = sky130hd
export DESIGN_NAME = asu_gate
export DESIGN_NICKNAME = asu_gate
export VERILOG_FILES = /design/flow/design.v
export SDC_FILE = /design/flow/constraint.sdc
export NUM_CORES = 4
export LEC_CHECK = 1
export CORE_AREA = 10 10 71 71
export DIE_AREA = 0 0 81 81
--- /design/flow/run.sh ---
#!/bin/bash
# OpenROAD 26Q1-2900-gdf79404cd8, Yosys 0.63+post, stock flow scripts
make -C /OpenROAD-flow-scripts/flow DESIGN_CONFIG=/design/flow/config.mk WORK_HOME=/design/flow/orfs finish
--- /design/flow/constraint.sdc ---
current_design asu_gate

set clk_period 3.8
set clk_io_pct 0.2

create_clock -name clk0 -period $clk_period

set non_clock_inputs [all_inputs -no_clocks]
set_input_delay [expr $clk_period * $clk_io_pct] -clock clk0 $non_clock_inputs
set_output_delay [expr $clk_period * $clk_io_pct] -clock clk0 [all_outputs]
--- /design/flow/design.v ---
module adder_gate(x, y, carry, out);
input [7:0] x, y;
output carry;
output [7:0] out;
wire carry_mid;
    reg cin= 0;
    fourBitPFA four_bit_adder1(x[3:0],y[3:0],cin,out[3:0],carry_mid);
    fourBitPFA four_bit_adder2(x[7:4],y[7:4],carry_mid,out[7:4],carry);
endmodule
module pfa(a,b,p,g);   
    input a,b;
    output p,g;
    and (g,a,b);   
    xor (p,a,b);    
endmodule
module fourBitPFA(A,B,Cin,S,Carry);
    input [3:0] A,B;
    input Cin;
    output [3:0] S;
    output Carry;    
    wire [3:0] P,G;
    wire p0,g0;
    wire b1,b2,b3;
    wire w,w1,w2,w3,w4,w5,w6,w7,w8,w9,w10,w11,w12;
    wire c1,c2,c3;
        pfa PFA0(A[0],B[0],P[0],G[0]),
            PFA1(A[1],B[1],P[1],G[1]),    
            PFA2(A[2],B[2],P[2],G[2]),
            PFA3(A[3],B[3],P[3],G[3]);
        and #1 (w3,P[0],Cin);
        or #1 (c1,G[0],w3);
        and #1 (w4,P[1],G[0]);
        and #1 (w5,P[1],P[0],Cin);
        or #1 (c2,G[1],w4,w5);
        and #1 (w6,P[2],G[1]);
        and #1 (w7,P[2],P[1],G[0]);
        and #1 (w8,P[2],P[1],P[0],Cin);
        or #1 (c3,G[2],w6,w7,w8);
        and #1 (w9,P[3],G[2]);
        and #1 (w10,P[3],P[2],G[1]);
        and #1 (w11,P[3],P[2],P[1],G[0]);
        and #1 (w12,P[3],P[2],P[1],P[0],Cin);
        or #1 (Carry,G[3],w9,w10,w11,w12);
        xor #1 (S[0],P[0],Cin);
        xor #1 (S[1],P[1],c1);
        xor #1 (S[2],P[2],c2);
        xor #1 (S[3],P[3],c3);
endmodule
module asu_gate (x, y, mode, carry, out);
input [7:0] x, y;
input mode;
output carry;
output [7:0] out;
wire [7:0] adder;
wire [7:0] shifter;
wire carry1;
reg zero=0;
adder_gate adder_1(x, y, carry1, adder);
barrel_shifter_gate shifter_1(x, y[2:0], shifter);
assign #2.5 out[7:0] = (mode==1'b1) ?   adder[7:0]: shifter[7:0];
assign #2.5 carry = (mode==1'b1) ? carry1 : 1'b0;
endmodule
module mux_2 (x,a,b,sel);
input 	a,b,sel;
output 	x;
wire sel_i,w1,w2;
not  n0(sel_i,sel);
and  a1(w1,a,sel_i);
and  a2(w2,b,sel);
or   #2.5  o1(x,w1,w2);
endmodule
module barrel_shifter_gate(in, shift, out);
input  [7:0] in;
input  [2:0] shift;
output [7:0] out;
wire  [7:0] x1;
wire  [7:0] x2;
reg zero= 0;
mux x1_0(x1[0],in[0],zero,shift[0]);
mux x1_1(x1[1],in[1],in[0],shift[0]);
mux x1_2(x1[2],in[2],in[1],shift[0]);
mux x1_3(x1[3],in[3],in[2],shift[0]);
mux x1_4(x1[4],in[4],in[3],shift[0]);
mux x1_5(x1[5],in[5],in[4],shift[0]);
mux x1_6(x1[6],in[6],in[5],shift[0]);
mux x1_7(x1[7],in[7],in[6],shift[0]);
mux x2_0(x2[0],x1[0],zero,shift[1]);
mux x2_1(x2[1],x1[1],zero,shift[1]);
mux x2_2(x2[2],x1[2],x1[0],shift[1]);
mux x2_3(x2[3],x1[3],x1[1],shift[1]);
mux x2_4(x2[4],x1[4],x1[2],shift[1]);
mux x2_5(x2[5],x1[5],x1[3],shift[1]);
mux x2_6(x2[6],x1[6],x1[4],shift[1]);
mux x2_7(x2[7],x1[7],x1[5],shift[1]);
mux out_0(out[0],x2[0],zero,shift[2]);
mux out_1(out[1],x2[1],zero,shift[2]);
mux out_2(out[2],x2[2],zero,shift[2]);
mux out_3(out[3],x2[3],zero,shift[2]);
mux out_4(out[4],x2[4],x2[0],shift[2]);
mux out_5(out[5],x2[5],x2[1],shift[2]);
mux out_6(out[6],x2[6],x2[2],shift[2]);
mux out_7(out[7],x2[7],x2[3],shift[2]);
endmodule
module mux (x,a,b,sel);
input 	a,b,sel;
output 	x;
wire sel_i,w1,w2;
not #1 n0(sel_i,sel);
and #1 a1(w1,a,sel_i);
and #1 a2(w2,b,sel);
or  #1 o1(x,w1,w2);
endmodule
==> impl_summary.log <==
[metrics] run summary
INFO  metric outcome = completed
INFO  metric routed_wire_length_per_instance = 13.03 um
INFO  metric fp-utilization = 17.05%
INFO  metric netlist.top_cell.by_instances = sky130_fd_sc_hd__ha_1
INFO  metric boundaryPins = 26
INFO  metric post_synth_most_frequent_cells = sky130_fd_sc_hd__ha_1, sky130_fd_sc_hd__inv_1, sky130_fd_sc_hd__nor2_1
INFO  metric tightest_slew = between 500 and 600 ps
INFO  metric netlist_top_cells_area = sky130_fd_sc_hd__ha_1, sky130_fd_sc_hd__mux4_2, sky130_fd_sc_hd__mux2_4
INFO  metric post-place-ws = -158.2 ps
INFO  metric post_synth_top_area_share = 18.18%
INFO  metric routabilityCongestion = 0.9071
INFO  metric stage_log_warnings = 33
INFO  metric grt_overflow_total = 0
INFO  metric crit_chain = clkdlybuf4s50_1, ha_1, a41o_1, o21bai_4, buf_4, a311o_1, a31o_1, clkdlybuf4s50_1
INFO  metric cpPeakStageDelay = 410 ps
INFO  metric cell_with_the_largest_stage_delay_on_the_worst_path = sky130_fd_sc_hd__clkdlybuf4s50_1
INFO  metric synthDistinctLibCells = 34
INFO  metric final_antenna_net_count = 0
INFO  metric hold_path_class = in -> out
INFO  metric critical_path_required = 3040 ps
INFO  metric drtPass1Iterations = 3
INFO  metric timing.final.ws_setup = 85.78 ps
INFO  metric die-height = 81 um
INFO  metric worst-endpoint-arrival = 2950 ps
INFO  metric report.final.setup_viol = 0
INFO  metric grt_first_pass_wirelength = about 3.2 mm
INFO  metric post_synth.cell_area_avg = 8.976 um^2
INFO  metric clock.fmax = around 0.27 GHz
INFO  metric fp.dieW = just over 80 um
INFO  metric rsz0062_at_grt = no
INFO  metric register_area = 0 um^2
INFO  metric worst-path-max-fanout = 2
INFO  metric critPathMostFrequentCell = sky130_fd_sc_hd__clkdlybuf4s50_1
INFO  metric critPathLaunchType = primary input
INFO  metric ys.warnings.count = 3
INFO  metric viasPerCell = 4.506
INFO  metric period_minus_slack = between 3000 and 4000 ps
INFO  metric flow.area_growth_from_synthesis = 69.70%
INFO  metric totalNegativeSetupSlack = 0 ps
INFO  metric antenna_cells = 0
INFO  metric nFlopsAndLatches = 0
INFO  metric grt_util_all_layers = 5.940%
INFO  metric number_of_port_buffers = 26
INFO  metric coreArea = 3633 um^2
INFO  metric place_hpwl = 1.805 mm
INFO  metric finalWirelength = about 2.0 mm
INFO  metric timing.critical_path.to_type = output port
INFO  metric holdPathStages = 6
INFO  metric number_of_antenna_violations_at_the_first_check_in_global_routing = 0
INFO  metric yosys.stat.chipArea = 619.3 um^2
INFO  metric p_leak = 0.4725 nW
INFO  metric holdWs = 2396 ps
INFO  metric drt_drc_violations_left = 0
INFO  metric critical_path_class = in -> out
INFO  metric worst_vdd_rail_ir_drop = 0.02657 mV
INFO  metric cts_hold_repair.buffers = 0
INFO  metric synth-seq-area-share = 0%
INFO  metric post_route_cells_drive_above_1_share = between 20% and 30%
INFO  metric detailed_place.area = 1015 um^2
INFO  metric finalCritPeriodShare = 97.74%
INFO  metric detailedRoute.firstIterationViolations = a little over 60
INFO  metric yosysTopAreaCell = sky130_fd_sc_hd__ha_1
INFO  metric cap_viol_max_count = 0
INFO  metric min_delay_worst_endpoint = out[5]
INFO  metric grt_start_max_net_pins = 16
INFO  metric vias = 694
INFO  metric standard_cell_row_count = 22
INFO  metric finalHoldViolCount = 0
INFO  metric postLayoutCoreUtil = between 20% and 30%
INFO  metric fin_area = 1051 um^2
INFO  metric timing.hold.worst.start = y[2]
INFO  metric p_per_area = 135.7 nW/um^2
INFO  metric ys_cells = ~70
INFO  metric n_clock_buffer = 0
INFO  metric number_of_instances_in_the_synthesized_netlist = around 69
INFO  metric worst_case_headroom_to_the_max_slew_limit = 61.68%
INFO  metric drv_slew = 0
INFO  metric synthesis.area = 619.3 um^2
INFO  metric floorplan.die_area = 6561 um^2
INFO  metric first_global_vias = 712
==> logic make-up (layout without fill, tap and decap cells) <==
| group | Yosys count | after routing | share of synthesized area (%) |
|---|---|---|---|
| compound gates | 20 | 20 | 23.84 |
| simple gates | 16 | 16 | 12.73 |
| fa+ha+maj | 11 | 11 | 24.65 |
| mux | 11 | 11 | 28.48 |
| buf+inv | 8 | 45 | 6.060 |
| xor+xnor | 3 | 3 | 4.243 |
==> cell type report <==
cell class / instances / area, um^2
inverter: 6 / 22.52
multi-input combinational: 61 / 611.8
timing repair buffer: 39 / 356.6
fill: 395 / 2582
tap: 48 / 60.06
==> worst max-delay path by stage <==
stage	start	end	slack, ps	cells after the start
5_1_grt	y[0]	out[6]	7	7
6_report	y[3]	out[6]	90	8
4_1_cts	y[3]	out[5]	20	8
==> cell usage in the layout (no fill, tap or decap), drive strengths merged, types with 4 or more instances in the layout <==
cell type and instances:
a21oi 4, dlygate4sd2 6, mux4 4, ha 9, nand2 4, buf 13
nor2 5, clkdlybuf4s50 19, mux2 4, inv 6
==> per-stage QoR <==
step	instances	power (W)
finish	154	0.0001426
global route	154	0.0001566
CTS	154	0.0001412
detailed placement	153	0.0001397
global placement	153	0.0001374
floorplan	69	0.00006548
==> power by group <==
group / internal (W) / total (W) / switching, W / leakage [nW]
Combinational: 0.0000878 / 0.000143 / 0.0000549 / 0.472
Sequential: 0 / 0 / 0 / 0
Clock: 0 / 0 / 0 / 0
Total: 0.0000878 / 0.000143 / 0.0000549 / 0.472
==> metal layers <==
layer,global-route usage (%),part of all wire [%],vias up
met2,11.07,52,11
met4,0.3460,0.70,0
met5,0,0,-
met3,0.6682,2.9,2
li1,-,-,344
met1,7.477,44,337
==> critical path: cells and delay by family <==
kind                     cells  cell delay (ps)
AND-OR/OR-AND                4              950
buffers and inverters        3              940
adder cells (fa/ha/maj)      1              310
==> timing repair <==
item | CTS | global route
resized | 9 | 4
pin swaps | 3 | 3
setup endpoints to repair | 4 | 2
setup buffers | 1 | 0
No activity file was given, so power comes from the tool's default toggle rates.
