==> flow/design.v <==
module adder(x, y, carry, out);
input [7:0] x, y;
output carry;
output [7:0] out;
assign {carry, out[7:0]} = x[7:0] + y[7:0];
endmodule
module asu (x, y, mode, carry, out);
input [7:0] x, y;
input mode;
output carry;
output [7:0] out;
wire [7:0] adder;
wire [7:0] shifter;
wire carry1;
adder adder_1(x, y, carry1, adder);
barrel_shifter shifter_1(x, y[2:0], shifter);
assign out[7:0] = (mode==1'b1) ?   adder[7:0]: shifter[7:0];
assign carry = (mode==1'b1) ? carry1 : 1'b0;
endmodule
module barrel_shifter(in, shift, out);
input  [7:0] in;
input  [2:0] shift;
output [7:0] out;
reg zero= 0;
wire  [7:0] x1;
wire  [7:0] x2;
assign x1[7:0] = (shift[0]==1'b1) ?   {in[6:0],zero}: in[7:0];
assign x2[7:0] =(shift[1]==1'b1) ?   {x1[5:0],zero,zero} : x1[7:0];
assign out[7:0] =(shift[2]==1'b1) ?   {x2[3:0],zero,zero,zero,zero} : x2[7:0];
endmodule
==> flow/run.sh <==
#!/bin/bash
# OpenROAD 26Q1-2900-gdf79404cd8, Yosys 0.63+post, stock flow scripts
make -C /OpenROAD-flow-scripts/flow DESIGN_CONFIG=/design/flow/config.mk WORK_HOME=/design/flow/orfs finish
==> flow/config.mk <==
export PLATFORM = sky130hd
export DESIGN_NAME = asu
export DESIGN_NICKNAME = asu
export VERILOG_FILES = /design/flow/design.v
export SDC_FILE = /design/flow/constraint.sdc
export NUM_CORES = 4
export LEC_CHECK = 1
export CORE_AREA = 10 10 79 79
export DIE_AREA = 0 0 89 89
==> flow/constraint.sdc <==
current_design asu

set clk_period 4.8
set clk_io_pct 0.2

create_clock -name clk0 -period $clk_period

set non_clock_inputs [all_inputs -no_clocks]
set_input_delay [expr $clk_period * $clk_io_pct] -clock clk0 $non_clock_inputs
set_output_delay [expr $clk_period * $clk_io_pct] -clock clk0 [all_outputs]
==> run summary <==
antenna diode count: 0
vias in the first global route: 761
RSZ-0062 raised after global routing: no
worst vdd ir: 0.0286 mV
Top cell by count, worst path: clkdlybuf4s50_1
worst slack on hold paths: 3.05 ns
post-detailed-route DRC marker count: 0
Critical path destination: out[6]
number of cells in Yosys stat: 90
weighted congestion reported at the end of routability-driven placement: 0.831
total power of the final layout: 0.000105 W
post-synthesis sequential area ratio: 0
placeable core region: 4660 sq um
run status: completed
launching instance or port of the critical path: x[0]
number of warnings in the stage logs: 33
PortBufs: 26
cell types occupying the most area after synthesis: ha_1 17%, mux2i_1 9.1%, a21oi_1 6.9%
routed length per placed instance: 12.8 microns
post-layout minimum cycle time: 4.47 ns
final setup violation count: 0
Syn Std Cell Area: 657 sq um
average cell area after synthesis: 7.30 sq um
count of distinct cell types in the synthesized netlist: 33
initial antenna violation count: 0
critical path required time: 3.84 ns
Crit. End Element: output port
Congestion Overflow GR: 0
WP data arrival: 3.51 ns
I/O pin count: 26
Critical Path Slowest Stage Cell: clkdlybuf4s50_1
x dimension of the die: 89 microns
pin count of the biggest net entering global routing: 13
1st-iter DRT viols: 48
die height: 89 microns
clock buffers: 0
global-route wire length before repair: 3.57 mm
via/cell ratio: 4.46
Layout fillers: 502
post-CTS setup buffer count: 0
crit path cell chain: clkdlybuf4s50_1 -> ha_1 -> inv_1 -> fa_1 -> nor2b_1 -> o21ai_0 -> a21oi_1 -> mux2i_1 -> a211oi_1 -> clkdlybuf4s50_1
worst hold path class: in2out
category of the worst setup path launch point: input port
largest fanout of any net on the critical path: 3
Detailed Route WL: 2.16 mm
maximum cell stage delay along the critical path: 0.52 ns
fraction of post-synthesis cell area in the top cell type by area: 0.171
synthesis area per yosys: 657 sq um
proportion of layout cells with a drive suffix above 1: 0.0609
all-layer global routing usage: 0.0550
type of the setup path with the least slack: in2out
Die Size: 7920 sq um
effective utilization at floorplan: 0.141
combinational gate area: 599 sq um
Final Hold Viols: 0
Cell Pwr Density: 108 nW/um^2
leak pwr: 0.411 nW
transition at the pin with the smallest max-transition slack: 0.424 ns
Placement Setup Slack: 0.335 ns
Hold-fix buffers, CTS: 0
final setup margin: 0.330 ns
sequential cell area: 0 sq um
maximum clock frequency: 224 MHz
headroom to the max-slew limit: 0.716
Syn-to-layout area delta: 48.6%
end-of-flow core utilization: 0.209
final antenna-violating net count: 0
Synth Warn #: 1
total number of sequential cells: 0
Max-Cap Viols: 0
total negative slack for setup checks: 0 ns
CTS resizes: 0
final clock period utilization by the worst path: 0.931
area leader, netlist: ha_1
detailed placer's ending HPWL: 1.88 mm
Std-Cell Rows: 25
number of vias after detailed routing: 753
Final Slew Violations: 0
top cells by instance count after synthesis: 9 x a21oi_1, 9 x ha_1, 8 x inv_1, 8 x o21ai_0
instance tally after logic synthesis: 90
iteration count of the initial detailed-routing pass: 3
## per-layer routing
layer  vias to the layer above  share of wire  track usage
li1                        394              -            -
met1                       339           0.49       0.0744
met2                        18           0.42       0.0878
met3                         2          0.085       0.0156
met4                         0          0.012      0.00578
met5                         -              0            0
## cell usage in the layout, fill, tap and decap left out
cell type	synthesis	final
o31ai_1	2	2
o211a_1	2	2
o21ai_0	8	8
clkinv_1	1	1
mux2_2	3	3
or3_1	1	1
mux2i_1	6	6
a21boi_0	1	1
a21o_1	2	2
nor2b_1	2	2
inv_1	8	8
and3_1	1	1
fa_1	1	1
a31oi_1	1	1
nand4_1	1	1
a211oi_1	6	6
ha_1	9	9
nor2_1	6	6
o22ai_1	1	1
o211ai_1	1	1
xnor2_1	1	1
clkdlybuf4s50_1	0	26
nand3_1	2	2
a21oi_1	9	9
nor3_1	3	3
nand2_1	3	3
xor2_1	2	2
mux4_2	1	1
a41o_1	1	1
and2b_2	1	1
or4_1	1	1
buf_4	1	2
## power breakdown
part           internal [W]  switching (W)
sequential                0              0
clock                     0              0
combinational     0.0000596      0.0000455
## worst min-delay path by stage
stage,startpoint,to,depth (start not counted)
finish,y[2],out[2],3
global route,y[2],out[2],3
CTS,y[2],out[2],3
## area by class of cell
class / instances / area share
well taps: 54 / 0.0692
multi-input cells: 78 / 0.614
inverters: 9 / 0.0346
repair buffers: 28 / 0.282
## cells by family (layout without fill, tap and decap cells)
family,Yosys count,in the layout,synth area share
compound gates,34,34,0.331
simple gates,21,21,0.162
buf+inv,12,37,0.0876
fa+ha+maj,10,10,0.202
mux,10,10,0.177
xor+xnor,3,3,0.0400
## critical path, delay by kind of cell
family                     cells  cell delay, ns
muxes                          1            0.12
and+or+nand+nor                1            0.12
buffers and inverters          3            1.09
AOI/OAI and AO/OA              3            0.61
adders and majority gates      2            0.61
## stage by stage
step	cells	area, sq um
2_1_floorplan	90	657
6_report	169	976
4_1_cts	169	976
3_5_place_dp	169	976
5_1_grt	169	976
3_3_place_gp	169	976
Power and IR drop assume default switching activity.
